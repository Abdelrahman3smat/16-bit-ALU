===== run.sh =====
#!/bin/bash
# OpenROAD 26Q1-2900-gdf79404cd8, Yosys 0.63+post, stock flow scripts
make -C /OpenROAD-flow-scripts/flow DESIGN_CONFIG=/design/flow/config.mk WORK_HOME=/design/flow/orfs finish

===== config.mk =====
export PLATFORM = sky130hd
export DESIGN_NAME = ALU_Top
export DESIGN_NICKNAME = ALU_Top
export VERILOG_FILES = /design/flow/design.v
export SDC_FILE = /design/flow/constraint.sdc
export NUM_CORES = 4
export LEC_CHECK = 1
export CORE_UTILIZATION = 30

===== constraint.sdc =====
current_design ALU_Top

set clk_period 1.0
set clk_io_pct 0.2

create_clock -name clk0 -period $clk_period [get_ports {CLK}]

set non_clock_inputs [all_inputs -no_clocks]
set_input_delay [expr $clk_period * $clk_io_pct] -clock clk0 $non_clock_inputs
set_output_delay [expr $clk_period * $clk_io_pct] -clock clk0 [all_outputs]

===== design.v =====
module ALU_Top #(parameter Data_In_Width = 16)
(
    input   wire            [Data_In_Width-1 : 0]    A ,      
    input   wire            [Data_In_Width-1 : 0]    B ,      
    input   wire                          [3 : 0]    ALU_FUN,   
    input   wire                                     CLK,
    input   wire                                     RST,
    output  wire      [(2*Data_In_Width)-1 : 0]      Arith_OUT,   
    output  wire                                     Arith_Flag,
    output  wire            [Data_In_Width-1 : 0]    Logic_OUT, 
    output  wire                                     Logic_Flag,
    output  wire                          [1 : 0]    CMP_OUT,
    output  wire                                     CMP_Flag,
    output  wire            [Data_In_Width-1 : 0]    Shift_OUT, 
    output  wire                                     Shift_Flag
);
wire    Arith_Enable;
wire    Logic_Enable;
wire    CMP_Enable;
wire    Shift_Enable;
wire    Over_Flow;
Decoder_2_to_4_Unit ins_Decoder_2_to_4_Unit (
    .alu_fun (ALU_FUN),
    .arith_En (Arith_Enable),
    .logic_En (Logic_Enable),
    .cmp_En (CMP_Enable),
    .shift_En (Shift_Enable)
);
Arithmetic_Unit ins_Arithmetic_Unit (
    .A_in (A),
    .B_in (B),
    .alu_fun (ALU_FUN),
    .CLK_in (CLK),
    .RST_in (RST),
    .arith_En (Arith_Enable),
    .arith_out (Arith_OUT),
    .arith_flag (Arith_Flag),
    .over_flow (Over_Flow)
);
Logic_Unit ins_Logic_unit (
    .A_in (A),
    .B_in (B),
    .alu_fun (ALU_FUN),
    .CLK_in (CLK),
    .RST_in (RST),
    .logic_En (Logic_Enable),
    .logic_out (Logic_OUT),
    .logic_flag (Logic_Flag)
);
CMP_Unit ins_CMP_Unit (
    .A_in (A),
    .B_in (B),
    .alu_fun  (ALU_FUN),
    .CLK_in (CLK),
    .RST_in (RST),
    .cmp_En (CMP_Enable),
    .cmp_out (CMP_OUT),
    .cmp_flag (CMP_Flag)
);
Shift_unit ins_Shift_Unit (
    .A_in (A),
    .B_in (B),
    .alu_fun  (ALU_FUN),
    .CLK_in (CLK),
    .RST_in (RST),
    .shift_En (Shift_Enable),
    .shift_out (Shift_OUT),
    .shift_flag (Shift_Flag)
);
endmodule
module Arithmetic_Unit #(parameter Data_In_Width = 16)
(
    input   wire    signed  [Data_In_Width-1 : 0]    A_in ,      
    input   wire    signed  [Data_In_Width-1 : 0]    B_in ,      
    input   wire                          [3 : 0]    alu_fun,    
    input   wire                                     CLK_in,
    input   wire                                     RST_in,
    input   wire                                     arith_En,
    output  reg         [(2*Data_In_Width)-1 : 0]    arith_out,  
    output  reg                                      arith_flag,
    output  reg                                      over_flow
);
wire    [1:0]   alu_fun_LSBs = alu_fun[1:0];      
reg     [(2*Data_In_Width)-1 : 0]   arith_out_comb;
reg     arith_flag_comb;
reg     over_flow_comb;
always @ (posedge CLK_in or negedge RST_in)   
    begin
        if (!RST_in)
            begin
               arith_out  <= 'sb0; 
               arith_flag <= 1'b0;
               over_flow  <= 1'b0;
            end
        else
            begin
                arith_out  <= arith_out_comb;
                arith_flag <= arith_flag_comb;
                over_flow  <= over_flow_comb;
            end
    end
always @ (*)
    begin
        if (arith_En)
            begin
                arith_flag_comb = 1'b1;
                case (alu_fun_LSBs)
                    2'b00 : {over_flow_comb , arith_out_comb} = A_in + B_in ;
                    2'b10 : {over_flow_comb , arith_out_comb} = A_in * B_in ;
                    2'b01 : {over_flow_comb , arith_out_comb} = A_in - B_in ;
                    2'b11 : arith_out_comb = (B_in != 'sb0) ? A_in / B_in : 'sb0 ;   
                endcase
            end
        else
            begin
                arith_flag_comb = 1'b0;
                arith_out_comb = 'sb0;
                over_flow_comb = 1'b0;
            end
    end
endmodule
module CMP_Unit #(parameter Data_In_Width = 16)
(
    input   wire    signed  [Data_In_Width-1 : 0]    A_in ,      
    input   wire    signed  [Data_In_Width-1 : 0]    B_in ,      
    input   wire                          [3 : 0]    alu_fun,    
    input   wire                                     CLK_in,
    input   wire                                     RST_in,
    input   wire                                     cmp_En,
    output  reg             [1 : 0]                  cmp_out,
    output  reg                                      cmp_flag
);
wire    [1 : 0]   alu_fun_LSBs = alu_fun[1:0];      
reg     [1 : 0]   cmp_out_comb;
reg     cmp_flag_comb;
always @ (posedge CLK_in or negedge RST_in)
    begin
        if (!RST_in)
            begin
                cmp_out  <= 'sb0;
                cmp_flag <= 1'b0;
            end
        else
            begin
                cmp_out  <= cmp_out_comb;
                cmp_flag <= cmp_flag_comb;
            end
    end
always @ (*)
    begin
        if (cmp_En)
            begin
                case (alu_fun_LSBs)
                2'b00 : begin
                            cmp_flag_comb = 1'b0;
                            cmp_out_comb = 'sb0;
                        end
                2'b01 : begin
                            cmp_flag_comb = 1'b1;
                            cmp_out_comb = (A_in == B_in) ? 'sd1 : 'sd0;
                        end
                2'b10 : begin
                            cmp_flag_comb = 1'b1;
                            cmp_out_comb = (A_in > B_in) ?  'sd2 : 'sd0;
                        end
                2'b11 : begin   
                            cmp_flag_comb = 1'b1;
                            cmp_out_comb = (A_in < B_in) ?  'sd3 : 'sd0;
                        end
                endcase
            end
        else
            begin
                cmp_flag_comb = 1'b0;
                cmp_out_comb = 'sb0;
            end
    end
endmodule
module Decoder_2_to_4_Unit
(
    input   wire    [3 : 0] alu_fun,     
    output  reg     arith_En,
    output  reg     logic_En,
    output  reg     cmp_En,
    output  reg     shift_En
);
wire    [1:0]   alu_fun_MSBs = alu_fun[3:2];
always @ (*)
    begin
        case (alu_fun_MSBs)
        2'b00 : begin
                    arith_En = 1'b1;    
                    logic_En = 1'b0;
                    cmp_En = 1'b0;
                    shift_En = 1'b0;
                end 
        2'b01 : begin
                    arith_En = 1'b0;   
                    logic_En = 1'b1;    
                    cmp_En = 1'b0;
                    shift_En = 1'b0;
                end 
        2'b10 : begin
                    arith_En = 1'b0;   
                    logic_En = 1'b0;
                    cmp_En = 1'b1;      
                    shift_En = 1'b0;
                end 
        2'b11 : begin
                    arith_En = 1'b0;   
                    logic_En = 1'b0;
                    cmp_En = 1'b0;
                    shift_En = 1'b1;    
                end 
        endcase
    end
endmodule
module Logic_Unit #(parameter Data_In_Width = 16) 
(
    input   wire    [Data_In_Width-1 : 0]    A_in ,    
    input   wire    [Data_In_Width-1 : 0]    B_in ,    
    input   wire                  [3 : 0]    alu_fun,  
    input   wire                             CLK_in,
    input   wire                             RST_in,
    input   wire                             logic_En,
    output  reg    [Data_In_Width-1 : 0]     logic_out, 
    output  reg                              logic_flag
);
wire    [1:0]   alu_fun_LSBs = alu_fun[1:0];      
reg     [Data_In_Width-1 : 0]   logic_out_comb;
reg     logic_flag_comb;
always @ (posedge CLK_in or negedge RST_in)       
    begin
        if (!RST_in)
            begin
                logic_out  <= 'b0;
                logic_flag <= 1'b0;
            end
        else
            begin
                logic_out  <= logic_out_comb;
                logic_flag <= logic_flag_comb;
            end
    end
always @ (*)
    begin
        if (logic_En)
            begin
                logic_flag_comb = 1'b1;
                case (alu_fun_LSBs)
                2'b00 : logic_out_comb = A_in & B_in;    
                2'b01 : logic_out_comb = A_in | B_in;    
                2'b10 : logic_out_comb = ~(A_in & B_in);     
                2'b11 : logic_out_comb = ~(A_in | B_in);     
                endcase
            end
        else
            begin
                logic_flag_comb = 1'b0;
                logic_out_comb = 'b0;
            end
    end
endmodule
module Shift_unit #(parameter Data_In_Width = 16)
(
    input   wire    signed  [Data_In_Width-1 : 0]    A_in ,      
    input   wire    signed  [Data_In_Width-1 : 0]    B_in ,      
    input   wire                          [3 : 0]    alu_fun,    
    input   wire                                     CLK_in,
    input   wire                                     RST_in,
    input   wire                                     shift_En,
    output  reg     signed  [Data_In_Width-1 : 0]    shift_out, 
    output  reg                                      shift_flag
);
wire    [1:0]   alu_fun_LSBs = alu_fun[1:0];      
reg     [Data_In_Width-1 : 0]   shift_out_comb;
reg     shift_flag_comb;
always @ (posedge CLK_in or negedge RST_in)
    begin
        if (!RST_in)
            begin
                shift_out  <= 'sb0;
                shift_flag <= 1'b0;
            end
        else
            begin
                shift_out  <= shift_out_comb;
                shift_flag_comb <= shift_flag;
            end
    end
always @ (*)
    begin
        if (shift_En)
            begin
                shift_flag_comb = 1'b1;
                case (alu_fun_LSBs)
                2'b00 : shift_out_comb = (A_in >> 1'b1);    
                2'b01 : shift_out_comb = (A_in << 1'b1);    
                2'b10 : shift_out_comb = (B_in >> 1'b1);    
                2'b11 : shift_out_comb = (B_in << 1'b1);    
                endcase
            end
        else
            begin
                shift_flag_comb = 1'b0;
                shift_out_comb = 'sb0;
            end
    end
endmodule

==> impl_metrics.py <==
# Generated from Yosys and OpenROAD reports
metrics = {
    "status": {
        "run_status": "finished with violations",
        "violations": "negative hold slack, negative setup slack",
    },
    "yosys": {
        "yosys-top-cells-count": "ha_1 (662), nand2_1 (596), nor2_1 (575)",
        "ys_seq_elements": 69,
        "ys_types": 103,
        "synth-area-yosys_um2": 43900,
        "netlist.top_cell.by_instances": "ha_1",
        "synth_area_leader_cell": "ha_1",
        "syn-cell-area_um2": 43900,
        "yosys-top-cells-area": "ha_1 (19%), fa_1 (12%), xnor2_1 (5.8%)",
        "ys_dominant_reg_cell": "dfrtp_1",
        "synth_largest_type_area_fraction_pct": 18.9,
        "post_synth_inst_count": 5925,
        "synthArstFlopShare_pct": 100,
        "post_synth.cell_area_avg_um2": 7.41,
        "ys.warnings.count": 6,
        "yosys_cells": 5925,
        "part_of_the_yosys_area_used_for_sequential_elements_pct": 3.93,
        "edf_count": 0,
    },
    "floorplanning": {
        "fp.dieW_um": 385,
        "dieHeight_um": 385,
        "chip_area_um2": 148000,
        "coreArea_um2": 145000,
        "initCoreUtil_pct": 30.2,
        "floorplan.io_pins": 108,
        "fp-row-count": 140,
    },
    "route": {
        "route.vias.total": 55600,
        "wirelength_met1_mm": 91.4,
        "drc_viols": 0,
        "final_antenna_net_count": 0,
        "dr_wl_met3_mm": 17.0,
        "routed_via_density": 5.18,
        "drt_pre_antenna_iters": 5,
        "postRouteWirelength_mm": 212,
        "antennaDiodeCount": 0,
        "wl_met2_mm": 92.7,
        "route.top_layer_used": "met5",
        "drtIter0Drc": 3197,
        "wl_per_cell_um": 19.7,
    },
    "critical_path": {
        "timing_worst_setup_path_type": "in2reg",
        "timing.critical_path.from_type": "input pin",
        "cpMaxStageDelayCell": "or4b_4",
        "worstSetupEndpointType": "register",
        "cp.arrival_ns": 59.87,
        "cp_slowest_stage_delay_ns": 0.50,
        "critical_path.most_common_cell": "a21o_1",
        "largest_fanout_on_the_critical_path": 13,
        "worstPathRequired_ns": 1.29,
    },
    "final_timing": {
        "timing.max_slew.rel_slack_pct": 34.0,
        "worst_slack_ns": -58.59,
        "tightest_slew_ns": 0.984,
        "timing.fmax_ghz": 0.0168,
        "final-setup-viol-count": 136,
        "worst_hold_slack_ns": -0.222,
        "final-max-slew-violation-count": 0,
        "post-route-min-period_ns": 59.59,
        "grt_setup_unrepaired": "true",
        "final.period_utilization_pct": 5960,
        "finalHoldViolCount": 69,
    },
    "grt": {
        "initial_antenna_violation_count": 4,
        "maximum_number_of_pins_on_one_net_before_global_route_repair": 50,
        "global_route.overflow_total": 0,
        "grtUsageTotal_pct": 28.4,
        "first_global_vias": 53200,
        "grt_first_pass_wirelength_mm": 315,
    },
    "placed_design": {
        "place.port_buffers": 106,
        "placement.cell_area_um2": 68100,
        "dpl.hpwl_mm": 173,
        "dpl_worst_slack_ns": -64.17,
        "globalplace.congestion": 1.04,
    },
    "clocking": {
        "cts-root-buf": "clkbuf_16",
        "cts.sinks": 69,
        "clockBufferDepth": 2,
        "depth_of_the_cts_h_tree": 3,
        "cts_made_buffers": 9,
        "cts.reportedPaths.clkPinSlew_ns": 0.06,
        "tritoncts": "yes",
    },
    "flow_run": {
        "max_cap_viol_count": 0,
        "openroad.warnings": 64,
    },
    "hold_path": {
        "min-delay-path-class": "in2async",
    },
    "finish": {
        "drive_gt1_share_pct": 44.5,
        "areaGrowthSynthToFinish_pct": 73.1,
        "final_area_um2": 76000,
    },
}
timing repair:
item	4_1_cts	5_1_grt
gates cloned	2	4
resized	380	793
setup buffers	138	197
pin swaps	124	416
setup endpoints to repair	136	137
hold endpoints to repair	69	69
worst paths after layout:
| check | slack, ns | end | startpoint | depth (start not counted) |
|---|---|---|---|---|
| max in group asynchronous | 0.94 | ins_Arithmetic_Unit.arith_out[25] | RST | 2 |
| worst max-delay path | -58.59 | ins_Arithmetic_Unit.arith_out[14] | B[1] | 307 |
| worst min-delay path | -0.22 | ins_Logic_unit.logic_out[15] | RST | 2 |
| min in group clk0 | 0.34 | ins_Logic_unit.logic_out[0] | ALU_FUN[1] | 3 |
kinds of logic (layout without fill, tap and decap cells):
logic type / count (synthesis) / after routing / share of synthesized area (%)
multiplexers: 113 / 113 / 3.15
AND/OR/NAND/NOR: 1977 / 1979 / 21.1
flip-flops: 69 / 69 / 3.93
buffers and inverters: 671 / 3393 / 5.80
adder cells (fa/ha/maj): 926 / 926 / 30.9
AND-OR/OR-AND: 1723 / 1723 / 26.3
XOR/XNOR: 444 / 444 / 8.85
other: 2 / 153 / 0.0171
through the flow:
step	hold slack, ns	instances	utilization (%)	setup TNS, ns
after CTS	-0.242	10500	48.9	-1935.16
after floorplan	-0.0956	6076	-	-1882.56
after detailed placement	0.205	10400	46.9	-2073.84
after global placement	0.204	10400	46.9	-2080.40
after global routing	-0.214	10700	52.3	-1969.14
final	-0.222	10700	52.3	-1893.63
routing by layer:
metal  vias up  track usage [%]
li1      27000                -
met1     26300             38.7
met2      1852             44.2
met3       430             6.17
met4        14             10.3
met5         -            0.715
worst max-delay path, delay by kind of cell:
| kind | cells | cell delay (ns) |
|---|---|---|
| AND-OR/OR-AND | 136 | 26.95 |
| XOR/XNOR | 3 | 0.43 |
| adder cells (fa/ha/maj) | 33 | 8.18 |
| buffers and inverters | 41 | 5.93 |
| multiplexers | 6 | 1.66 |
| AND/OR/NAND/NOR | 88 | 16.34 |
cells in the final DEF, fill, tap and decap left out, types with 52 or more instances in the layout:
cell | synthesis | routed
o21a_1 | 144 | 140
ha_4 | 0 | 87
nor2b_1 | 69 | 61
o211ai_1 | 68 | 68
buf_6 | 1 | 93
fa_1 | 264 | 264
nand2_1 | 596 | 549
xor2_1 | 152 | 147
a21o_1 | 184 | 178
buf_12 | 0 | 57
ha_1 | 662 | 553
nand3_1 | 130 | 106
xnor2_1 | 292 | 264
o21ai_0 | 283 | 174
o21ai_2 | 0 | 52
a21oi_2 | 0 | 134
a31oi_1 | 96 | 57
dfrtp_1 | 69 | 67
nor2_1 | 575 | 499
nand4_1 | 57 | 57
nor3_1 | 170 | 133
inv_1 | 452 | 432
buf_4 | 1 | 2632
o21ai_1 | 7 | 54
a21oi_1 | 428 | 278
conb_1 | 2 | 153
or3_1 | 87 | 65
sequential cells by signal, summed over array words and instances, names as in the netlist:
signal,flops
ins_Arithmetic_Unit.arith_out,32
ins_Logic_unit.logic_out,16
ins_CMP_Unit.cmp_flag,1
ins_CMP_Unit.cmp_out,2
ins_Logic_unit.logic_flag,1
ins_Arithmetic_Unit.arith_flag,1
ins_Shift_Unit.shift_out,16
layout make-up:
type / instances / area [um2]
clock buffers: 9 / 225
fillers: 12900 / 69300
inverters: 469 / 1840
multi-input cells: 5338 / 46500
clock inverters: 6 / 71.3
repair buffers: 2909 / 23200
well taps: 1917 / 2400
flip-flops and latches: 69 / 1730
